[design/flow/config.mk]
export PLATFORM = sky130hd
export DESIGN_NAME = HW5_RISC_EX
export DESIGN_NICKNAME = HW5_RISC_EX
export VERILOG_FILES = /design/flow/design.v
export SDC_FILE = /design/flow/constraint.sdc
export NUM_CORES = 4
export LEC_CHECK = 1
export CORE_UTILIZATION = 40
[design/flow/constraint.sdc]
current_design HW5_RISC_EX

set clk_period 23.6
set clk_io_pct 0.2

create_clock -name clk0 -period $clk_period

set non_clock_inputs [all_inputs -no_clocks]
set_input_delay [expr $clk_period * $clk_io_pct] -clock clk0 $non_clock_inputs
set_output_delay [expr $clk_period * $clk_io_pct] -clock clk0 [all_outputs]
[design/flow/design.v]
`timescale 1ns / 1ps
module HW5_RISC_EX(
clk,
reset,
EX_WB_RW,
EX_WB_DA,
EX_WB_MD,
EX_WB_BS,
EX_WB_PS,
EX_WB_MW,
EX_WB_FS,
EX_WB_SH,
EX_WB_Bus_A,
EX_WB_Bus_B,
EX_WB_PC,
EX_WB_N_XOR_V,
EX_WB_Z,
EX_WB_V,
EX_WB_N,
EX_WB_C,
EX_WB_F_64,
EX_WB_F,
EX_WB_Data_Mem_Addr,
Ex_WB_Data_Mem_Data_In,
EX_WB_BrA,
EX_WB_RAA);
input clk;
input reset;
input EX_WB_RW;
input [4:0] EX_WB_DA;
input [1:0] EX_WB_MD;
input [1:0] EX_WB_BS;
input EX_WB_PS;
input EX_WB_MW;
input [4:0] EX_WB_FS;
input [4:0] EX_WB_SH;
input [31:0]EX_WB_Bus_A;
input [31:0]EX_WB_Bus_B;
input [31:0]EX_WB_PC;
output reg EX_WB_N_XOR_V;
output reg EX_WB_Z;
output reg EX_WB_V;
output reg EX_WB_N;
output reg EX_WB_C;
output reg [63:0]EX_WB_F_64;
output reg [31:0]EX_WB_F;
output reg [31:0]EX_WB_Data_Mem_Addr;
output reg [31:0]Ex_WB_Data_Mem_Data_In;
output reg [31:0]EX_WB_BrA;
output reg [31:0]EX_WB_RAA;
parameter NOP_ST_LD_MOV_JMR_BZ_BNZ_JMP  = 5'b00000;
parameter ADD_ADI_AIU       = 5'b00010;
parameter SUB_SLT_SUBI_SIU  = 5'b00101;
parameter AND_ANI  = 5'b01000;
parameter OR_ORI   = 5'b01010;
parameter XOR_XRI  = 5'b01100;
parameter NOT  = 5'b01110;
parameter LSL  = 5'b10000;
parameter LSR  = 5'b10001;
parameter JML  = 5'b00111;
always @(*)
    begin
        if(reset ==1)
            begin
                EX_WB_N_XOR_V = 0;
                EX_WB_Z       = 0;
                EX_WB_V       = 0;
                EX_WB_N       = 0;
                EX_WB_C       = 0;
                EX_WB_F_64    = 64'h0000000000000000;
                EX_WB_F       = 32'h00000000;
                EX_WB_BrA     = 32'h00000000;
                EX_WB_RAA     = 32'h00000000;
                EX_WB_Data_Mem_Addr = 32'h00000000;
                Ex_WB_Data_Mem_Data_In = 32'h00000000;
            end
        else
            begin
                case(EX_WB_FS)
                NOP_ST_LD_MOV_JMR_BZ_BNZ_JMP: EX_WB_F_64 = EX_WB_Bus_A;
                ADD_ADI_AIU      : EX_WB_F_64 = EX_WB_Bus_A + EX_WB_Bus_B;
                SUB_SLT_SUBI_SIU : begin
                                     EX_WB_F_64 = EX_WB_Bus_A - EX_WB_Bus_B;
                                   end
                AND_ANI          : EX_WB_F_64 = EX_WB_Bus_A & EX_WB_Bus_B;
                OR_ORI           : EX_WB_F_64 = EX_WB_Bus_A | EX_WB_Bus_B;
                XOR_XRI          : EX_WB_F_64 = EX_WB_Bus_A ^ EX_WB_Bus_B;
                NOT              : EX_WB_F_64 = (32'hffffffff ^ EX_WB_Bus_A);
                LSL              : EX_WB_F_64 = EX_WB_Bus_A << EX_WB_SH;
                LSR              : EX_WB_F_64 = EX_WB_Bus_A >> EX_WB_SH;
                JML              : begin
                                    EX_WB_F_64 = EX_WB_PC + 1; 
                                   end    
                default          : ;
                endcase
                EX_WB_Data_Mem_Addr    = EX_WB_Bus_A;
                Ex_WB_Data_Mem_Data_In = EX_WB_Bus_B;
                EX_WB_BrA              = EX_WB_PC + EX_WB_Bus_B;
                EX_WB_RAA              = EX_WB_Bus_A;
                EX_WB_V                = (EX_WB_F_64>64'h00000000ffffffff)?1:0;
                EX_WB_C                = (EX_WB_F_64>64'h00000000ffffffff)?1:0;
                EX_WB_F                = EX_WB_F_64 & 64'h00000000ffffffff;
                EX_WB_Z                = (EX_WB_FS==JML)?1:(EX_WB_F==32'h00000)?1:0;
                EX_WB_N                = !(EX_WB_F[31]);
                EX_WB_N_XOR_V          = EX_WB_N ^ EX_WB_V;
            end
    end
endmodule
[design/flow/run.sh]
#!/bin/bash
# OpenROAD 26Q1-2900-gdf79404cd8, Yosys 0.63+post, stock flow scripts
make -C /OpenROAD-flow-scripts/flow DESIGN_CONFIG=/design/flow/config.mk WORK_HOME=/design/flow/orfs finish
==> results.py <==
# Physical implementation metrics
metrics = {
    "outcome": {
        "outcome": "completed",
    },
    "die": {
        "initial_utilization": 0.409,
        "dieArea_um2": 39500,
        "rows": 71,
        "die_x_um": 199,
        "die_h_um": 199,
        "io_pins": 349,
        "coreArea_um2": 37800,
    },
    "power": {
        "internal_power_mw": 0.180,
        "powerDensity_nw_per_um2": 22.9,
        "power_leakage_nw": 7.63,
        "switching_share": 0.590,
        "p_sw_mw": 0.259,
        "ir_drop_uv": 15.1,
    },
    "route": {
        "drtIter0Drc": 2467,
        "vias_per_cell": 6.65,
        "drtAntennaViolNets": 0,
        "vias": 20042,
        "drc_errors": 0,
        "wirelength_um": 85000,
        "post_drt_wl_per_cell_um": 28.2,
        "first_pass_iters": 8,
    },
    "setup_path": {
        "crit_path_end_kind": "primary output",
        "cp-startpoint": "EX_WB_Bus_A[0]",
        "crit_path_max_fanout": 33,
        "crit_required_ns": 18.88,
        "startpoint_type": "input port",
        "critical_path_class": "input port to primary output",
        "worstPathArrival_ns": 11.20,
    },
    "cts": {
        "cts_setup_buffers": 0,
        "cts_resized": 0,
        "cts_hold_buf": 0,
    },
    "final_timing": {
        "setup_viol_count_final": 0,
        "slew_headroom": 0.182,
        "finalHoldViolCount": 0,
        "fmax_ghz": 0.0628,
        "unclocked_regs": 64,
        "slew_violations": 0,
        "final.min_clock_period_ns": 15.92,
        "worst_pin_slew_ns": 1.22,
        "untimed_endpoints": 128,
        "tns_ns": 0,
        "period_used_share": 0.674,
        "rsz0062_at_grt": "false",
    },
    "yosys": {
        "yosysCellCount": 2284,
        "edf_count": 0,
        "synth_cells": 2284,
        "ys_chip_area_um2": 15500,
        "synth.distinct_cells": 92,
        "netlist_area_um2": 15500,
        "synth_flops": 64,
        "syn_avg_cell_area_um2": 6.78,
        "yosys_warnings": 65,
        "ff_type": "dlxtn_1",
        "async_flop_share": 0,
    },
    "global_routing": {
        "grt_use_total": 0.428,
        "grt_pass1_vias": 18604,
        "gr-total-overflow": 0,
        "grt_pass1_wl_um": 122000,
        "antenna_found_initial": 2,
        "grt_max_degree": 70,
    },
    "placed_design": {
        "io_buffers": 336,
        "hpwlAfterDp_um": 67000,
        "place_congestion": 1.10,
    },
    "finish": {
        "drive_gt1_frac": 0.0671,
        "nFillCells": 3751,
        "area_delta_synth_final_pct": 23.5,
        "largest_reg_flops": 64,
        "final_util": 0.505,
    },
    "run": {
        "tool_warnings": 124,
        "cap_violations": 0,
    },
    "worst_hold_path": {
        "worstHoldStart": "reset",
        "min_path_type": "input port to primary output",
    },
}
[power by group through the flow]
| stage | logic [mW] | clock network (mW) | registers [mW] |
|---|---|---|---|
| CTS | 0.414 | 0 | 0.0111 |
| global route | 0.452 | 0 | 0.0114 |
[metrics by stage]
stage | worst slack (ns) | area [µm²] | total power, mW | hold WS [ns] | std cells
2_1_floorplan | 10.80 | 15500 | 0.244 | 9.47 | 2284
3_3_place_gp | 8.01 | 19100 | 0.422 | 10.27 | 3014
3_5_place_dp | 7.96 | 19100 | 0.422 | 10.27 | 3014
4_1_cts | 7.94 | 19100 | 0.425 | 10.27 | 3014
5_1_grt | 7.64 | 19100 | 0.463 | 10.32 | 3014
6_report | 7.68 | 19100 | 0.438 | 10.27 | 3016
[cells by family after synthesis]
group                      count (synthesis)  share of synthesized area
AOI/OAI and AO/OA                        710                      0.306
xor gates and xnor gates                  74                     0.0419
adders and majority gates                146                      0.119
buffers and inverters                    308                     0.0887
latches                                   64                     0.0621
muxes                                    123                      0.115
and+or+nand+nor                          859                      0.267
[Yosys cell counts (all sizes together) (16+ instances only)]
library cell | instances | area share
xor2 | 27 | 0.015
a211oi | 40 | 0.020
mux2 | 22 | 0.016
nand4 | 34 | 0.014
and3 | 26 | 0.011
a221oi | 21 | 0.012
mux2i | 62 | 0.041
nand3 | 62 | 0.020
or3 | 17 | 0.0069
mux4 | 39 | 0.057
o211ai | 35 | 0.017
nand2b | 30 | 0.012
clkbuf | 107 | 0.026
ha | 143 | 0.12
buf | 81 | 0.034
o21a | 16 | 0.0078
dlxtn | 64 | 0.062
nor4 | 35 | 0.014
o31ai | 20 | 0.0097
nor2 | 309 | 0.075
a21o | 32 | 0.016
nor3 | 66 | 0.021
xnor2 | 47 | 0.027
inv | 118 | 0.029
a21oi | 190 | 0.061
o21ai | 109 | 0.035
a22oi | 27 | 0.013
nand2 | 168 | 0.041
nor2b | 38 | 0.015
a31oi | 31 | 0.013
o22ai | 37 | 0.015
[worst max-delay path, cell delays in order]
cell	delay [ns]
clkdlybuf4s50_1	0.70
inv_1	0.23
ha_1	0.28
fa_1	0.43
nor2_1	0.16
o221ai_1	0.30
a211oi_1	0.75
o32ai_1	0.38
o211ai_1	0.57
a21boi_1	0.24
o311ai_4	0.25
buf_4	0.37
inv_1	0.13
or4_1	0.55
nor3_1	0.16
nand4_1	0.19
mux2_1	0.37
clkdlybuf4s50_1	0.40
[layout make-up]
type | count | area (µm²) | share of cell area
diodes | 2 | 5.00 | 0.000262
flip-flops and latches | 64 | 961 | 0.0502
well taps | 511 | 639 | 0.0334
inverters | 120 | 450 | 0.0236
repair buffers | 407 | 3880 | 0.203
multi-input cells | 1912 | 13200 | 0.690
[metal layers]
| layer | GRT usage | up-vias | part of all wire |
|---|---|---|---|
| li1 | - | 8894 | - |
| met1 | 0.611 | 9506 | 0.41 |
| met2 | 0.620 | 1409 | 0.42 |
| met3 | 0.110 | 231 | 0.13 |
| met4 | 0.160 | 2 | 0.047 |
| met5 | 0.00766 | - | 0.00014 |
[path summary, 6_finish.rpt]
| kind | endpoint | cells after the start |
|---|---|---|
| setup / recovery | EX_WB_N_XOR_V | 18 |
| hold / removal | Ex_WB_Data_Mem_Data_In[30] | 3 |
[cell usage in the layout (no fill, tap or decap), types with 21 or more instances in the layout]
| cell type | count |
|---|---|
| clkdlybuf4s50_1 | 331 |
| nor2_1 | 306 |
| a21oi_1 | 189 |
| nand2_1 | 168 |
| ha_1 | 143 |
| inv_1 | 117 |
| o21ai_0 | 106 |
| buf_4 | 73 |
| dlxtn_1 | 64 |
| nor3_1 | 64 |
| nand3_1 | 62 |
| mux2i_1 | 59 |
| xnor2_1 | 47 |
| a211oi_1 | 39 |
| nor2b_1 | 38 |
| o22ai_1 | 37 |
| mux4_2 | 36 |
| nor4_1 | 35 |
| o211ai_1 | 35 |
| nand4_1 | 33 |
| a21o_1 | 32 |
| nand2b_1 | 30 |
| a31oi_1 | 30 |
| a22oi_1 | 27 |
| xor2_1 | 27 |
| and3_1 | 26 |
| a221oi_1 | 21 |
Power figures rest on the tool's default switching activity, not on a simulated workload.
