<file path="flow/run.sh">
#!/bin/bash
# OpenROAD 26Q1-2900-gdf79404cd8, Yosys 0.63+post, stock flow scripts
make -C /OpenROAD-flow-scripts/flow DESIGN_CONFIG=/design/flow/config.mk WORK_HOME=/design/flow/orfs finish
</file>
<file path="flow/config.mk">
export PLATFORM = sky130hd
export DESIGN_NAME = HW5_RISC_DOF
export DESIGN_NICKNAME = HW5_RISC_DOF
export VERILOG_FILES = /design/flow/design.v
export SDC_FILE = /design/flow/constraint.sdc
export NUM_CORES = 4
export LEC_CHECK = 1
export CORE_AREA = 10 10 108 108
export DIE_AREA = 0 0 118 118
</file>
<file path="flow/constraint.sdc">
current_design HW5_RISC_DOF

set clk_period 15.6
set clk_io_pct 0.2

create_clock -name clk0 -period $clk_period

set non_clock_inputs [all_inputs -no_clocks]
set_input_delay [expr $clk_period * $clk_io_pct] -clock clk0 $non_clock_inputs
set_output_delay [expr $clk_period * $clk_io_pct] -clock clk0 [all_outputs]
</file>
<file path="flow/design.v">
`timescale 1ns / 1ps
module HW5_RISC_DOF(
clk,
reset,
Reg_Bus_A,
Reg_Bus_B,
DOF_EX_IR,
DOF_EX_PC,
DOF_EX_SH,
DOF_EX_AA,
DOF_EX_BA,
DOF_EX_BS,
DOF_EX_PS,
DOF_EX_MW,
DOF_EX_FS,
DOF_EX_RW,
DOF_EX_DA,
DOF_EX_MD,
DOF_EX_Bus_A,
DOF_EX_Bus_B
);
input clk;
input reset;
input [31:0] Reg_Bus_A;
input [31:0] Reg_Bus_B;
input [31:0] DOF_EX_IR;
input [31:0] DOF_EX_PC;
reg [31:0] DOF_EX_IM;
reg        DOF_EX_MA;
reg        DOF_EX_MB;
reg        DOF_EX_CS;
output reg [ 4:0] DOF_EX_SH;
output reg [ 4:0] DOF_EX_AA;
output reg [ 4:0] DOF_EX_BA;
output reg [ 1:0] DOF_EX_BS;
output reg        DOF_EX_PS;
output reg        DOF_EX_MW;
output reg [ 4:0] DOF_EX_FS;
output reg        DOF_EX_RW;
output reg [ 4:0] DOF_EX_DA;
output reg [ 2:0] DOF_EX_MD;
output reg [31:0] DOF_EX_Bus_A;
output reg [31:0] DOF_EX_Bus_B;
parameter NOP  = 7'b0000000;
parameter ADD  = 7'b0000010;
parameter SUB  = 7'b0000101;
parameter SLT  = 7'b1100101;
parameter AND  = 7'b0001000;
parameter OR   = 7'b0001010;
parameter XOR  = 7'b0001100;
parameter ST   = 7'b0000001;
parameter LD   = 7'b0100001;
parameter ADI  = 7'b0100010;
parameter SUBI = 7'b0100101;
parameter NOT  = 7'b0101110;
parameter ANI  = 7'b0101000;
parameter ORI  = 7'b0101010;
parameter XRI  = 7'b0101100;
parameter AIU  = 7'b1100010;
parameter SIU  = 7'b1000101;
parameter MOV  = 7'b1000000;
parameter LSL  = 7'b0110000;
parameter LSR  = 7'b0110001;
parameter JMR  = 7'b1100001;
parameter BZ   = 7'b0100000;
parameter BNZ  = 7'b1100000;
parameter JMP  = 7'b1000100;
parameter JML  = 7'b0000111;
always @(*)
if(reset==1) 
    begin
        DOF_EX_IM    = 32'b00000000000000000000000000000000;
        DOF_EX_SH    =  5'b00000;
        DOF_EX_MA    =  1'b0;
        DOF_EX_MB    =  1'b0;
        DOF_EX_AA    =  5'b00000;
        DOF_EX_BA    =  5'b00000;
        DOF_EX_CS    =  1'b0;
        DOF_EX_BS    =  2'b00;
        DOF_EX_PS    =  1'b0;
        DOF_EX_MW    =  1'b0;
        DOF_EX_FS    =  5'b00000;
        DOF_EX_RW    =  1'b0;
        DOF_EX_DA    =  5'b00000;
        DOF_EX_MD    =  3'b000;
        DOF_EX_Bus_A = 32'b00000000000000000000000000000000;
        DOF_EX_Bus_B = 32'b00000000000000000000000000000000;
    end
else
    begin
        DOF_EX_DA = DOF_EX_IR[24:20];
        DOF_EX_AA = DOF_EX_IR[19:15];
        DOF_EX_BA = DOF_EX_IR[14:10];
        DOF_EX_SH = DOF_EX_IR[ 4: 0];
        DOF_EX_IM = (DOF_EX_CS==1)?{{17{DOF_EX_IR[14]}}, {DOF_EX_IR[14:0]}}: {{17{1'b0}}, {DOF_EX_IR[14:0]}};
        case(DOF_EX_IR[31:25])
            NOP : begin  DOF_EX_RW=0;  DOF_EX_MD=2'b00;  DOF_EX_BS=2'b00;  DOF_EX_PS=0;  DOF_EX_MW=0;  DOF_EX_FS=5'b00000;  DOF_EX_MB=0;  DOF_EX_MA=0;  DOF_EX_CS=0;  end
            ADD : begin  DOF_EX_RW=1;  DOF_EX_MD=2'b00;  DOF_EX_BS=2'b00;  DOF_EX_PS=0;  DOF_EX_MW=0;  DOF_EX_FS=5'b00010;  DOF_EX_MB=0;  DOF_EX_MA=0;  DOF_EX_CS=0;  end
            SUB : begin  DOF_EX_RW=1;  DOF_EX_MD=2'b00;  DOF_EX_BS=2'b00;  DOF_EX_PS=0;  DOF_EX_MW=0;  DOF_EX_FS=5'b00101;  DOF_EX_MB=0;  DOF_EX_MA=0;  DOF_EX_CS=0;  end
            SLT : begin  DOF_EX_RW=1;  DOF_EX_MD=2'b10;  DOF_EX_BS=2'b00;  DOF_EX_PS=0;  DOF_EX_MW=0;  DOF_EX_FS=5'b00101;  DOF_EX_MB=0;  DOF_EX_MA=0;  DOF_EX_CS=0;  end
            AND : begin  DOF_EX_RW=1;  DOF_EX_MD=2'b00;  DOF_EX_BS=2'b00;  DOF_EX_PS=0;  DOF_EX_MW=0;  DOF_EX_FS=5'b01000;  DOF_EX_MB=0;  DOF_EX_MA=0;  DOF_EX_CS=0;  end
            OR  : begin  DOF_EX_RW=1;  DOF_EX_MD=2'b00;  DOF_EX_BS=2'b00;  DOF_EX_PS=0;  DOF_EX_MW=0;  DOF_EX_FS=5'b01010;  DOF_EX_MB=0;  DOF_EX_MA=0;  DOF_EX_CS=0;  end
            XOR : begin  DOF_EX_RW=1;  DOF_EX_MD=2'b00;  DOF_EX_BS=2'b00;  DOF_EX_PS=0;  DOF_EX_MW=0;  DOF_EX_FS=5'b01100;  DOF_EX_MB=0;  DOF_EX_MA=0;  DOF_EX_CS=0;  end
            ST  : begin  DOF_EX_RW=0;  DOF_EX_MD=2'b00;  DOF_EX_BS=2'b00;  DOF_EX_PS=0;  DOF_EX_MW=1;  DOF_EX_FS=5'b00000;  DOF_EX_MB=0;  DOF_EX_MA=0;  DOF_EX_CS=0;  end
            LD  : begin  DOF_EX_RW=1;  DOF_EX_MD=2'b01;  DOF_EX_BS=2'b00;  DOF_EX_PS=0;  DOF_EX_MW=0;  DOF_EX_FS=5'b00000;  DOF_EX_MB=0;  DOF_EX_MA=0;  DOF_EX_CS=0;  end
            ADI : begin  DOF_EX_RW=1;  DOF_EX_MD=2'b00;  DOF_EX_BS=2'b00;  DOF_EX_PS=0;  DOF_EX_MW=0;  DOF_EX_FS=5'b00010;  DOF_EX_MB=1;  DOF_EX_MA=0;  DOF_EX_CS=1;  end
            SUBI: begin  DOF_EX_RW=1;  DOF_EX_MD=2'b00;  DOF_EX_BS=2'b00;  DOF_EX_PS=0;  DOF_EX_MW=0;  DOF_EX_FS=5'b00101;  DOF_EX_MB=1;  DOF_EX_MA=0;  DOF_EX_CS=1;  end
            NOT : begin  DOF_EX_RW=1;  DOF_EX_MD=2'b00;  DOF_EX_BS=2'b00;  DOF_EX_PS=0;  DOF_EX_MW=0;  DOF_EX_FS=5'b01110;  DOF_EX_MB=0;  DOF_EX_MA=0;  DOF_EX_CS=0;  end
            ANI : begin  DOF_EX_RW=1;  DOF_EX_MD=2'b00;  DOF_EX_BS=2'b00;  DOF_EX_PS=0;  DOF_EX_MW=0;  DOF_EX_FS=5'b01000;  DOF_EX_MB=1;  DOF_EX_MA=0;  DOF_EX_CS=0;  end
            ORI : begin  DOF_EX_RW=1;  DOF_EX_MD=2'b00;  DOF_EX_BS=2'b00;  DOF_EX_PS=0;  DOF_EX_MW=0;  DOF_EX_FS=5'b01010;  DOF_EX_MB=1;  DOF_EX_MA=0;  DOF_EX_CS=0;  end
            XRI : begin  DOF_EX_RW=1;  DOF_EX_MD=2'b00;  DOF_EX_BS=2'b00;  DOF_EX_PS=0;  DOF_EX_MW=0;  DOF_EX_FS=5'b01100;  DOF_EX_MB=1;  DOF_EX_MA=0;  DOF_EX_CS=0;  end
            AIU : begin  DOF_EX_RW=1;  DOF_EX_MD=2'b00;  DOF_EX_BS=2'b00;  DOF_EX_PS=0;  DOF_EX_MW=0;  DOF_EX_FS=5'b00010;  DOF_EX_MB=1;  DOF_EX_MA=0;  DOF_EX_CS=0;  end
            SIU : begin  DOF_EX_RW=1;  DOF_EX_MD=2'b00;  DOF_EX_BS=2'b00;  DOF_EX_PS=0;  DOF_EX_MW=0;  DOF_EX_FS=5'b00101;  DOF_EX_MB=1;  DOF_EX_MA=0;  DOF_EX_CS=0;  end
            MOV : begin  DOF_EX_RW=1;  DOF_EX_MD=2'b00;  DOF_EX_BS=2'b00;  DOF_EX_PS=0;  DOF_EX_MW=0;  DOF_EX_FS=5'b00000;  DOF_EX_MB=0;  DOF_EX_MA=0;  DOF_EX_CS=0;  end
            LSL : begin  DOF_EX_RW=1;  DOF_EX_MD=2'b00;  DOF_EX_BS=2'b00;  DOF_EX_PS=0;  DOF_EX_MW=0;  DOF_EX_FS=5'b10000;  DOF_EX_MB=0;  DOF_EX_MA=0;  DOF_EX_CS=0;  end
            LSR : begin  DOF_EX_RW=1;  DOF_EX_MD=2'b00;  DOF_EX_BS=2'b00;  DOF_EX_PS=0;  DOF_EX_MW=0;  DOF_EX_FS=5'b10001;  DOF_EX_MB=0;  DOF_EX_MA=0;  DOF_EX_CS=0;  end
            JMR : begin  DOF_EX_RW=0;  DOF_EX_MD=2'b00;  DOF_EX_BS=2'b10;  DOF_EX_PS=0;  DOF_EX_MW=0;  DOF_EX_FS=5'b00000;  DOF_EX_MB=0;  DOF_EX_MA=0;  DOF_EX_CS=0;  end
            BZ  : begin  DOF_EX_RW=0;  DOF_EX_MD=2'b00;  DOF_EX_BS=2'b01;  DOF_EX_PS=0;  DOF_EX_MW=0;  DOF_EX_FS=5'b00000;  DOF_EX_MB=1;  DOF_EX_MA=0;  DOF_EX_CS=1;  end
            BNZ : begin  DOF_EX_RW=0;  DOF_EX_MD=2'b00;  DOF_EX_BS=2'b01;  DOF_EX_PS=1;  DOF_EX_MW=0;  DOF_EX_FS=5'b00000;  DOF_EX_MB=1;  DOF_EX_MA=0;  DOF_EX_CS=1;  end
            JMP : begin  DOF_EX_RW=0;  DOF_EX_MD=2'b00;  DOF_EX_BS=2'b11;  DOF_EX_PS=0;  DOF_EX_MW=0;  DOF_EX_FS=5'b00000;  DOF_EX_MB=1;  DOF_EX_MA=0;  DOF_EX_CS=1;  end
            JML : begin  DOF_EX_RW=1;  DOF_EX_MD=2'b00;  DOF_EX_BS=2'b11;  DOF_EX_PS=0;  DOF_EX_MW=0;  DOF_EX_FS=5'b00111;  DOF_EX_MB=1;  DOF_EX_MA=1;  DOF_EX_CS=1;  end
            default: ;
        endcase
        DOF_EX_Bus_A = DOF_EX_MA==0?Reg_Bus_A:DOF_EX_PC;
        DOF_EX_Bus_B = DOF_EX_MB==0?Reg_Bus_B:DOF_EX_IM;
    end
endmodule
</file>
==> out/results.env <==
NFILLCELLS=905
POSTCTSRESIZEDCELLS=0
FIN_CRIT_SH_PCT=61.2
SYN2LAYOUT_AREA_GROWTH_PCT=77.6
POWER.LEAKAGE_nW=1.71
CRIT_FANOUT=34
RSZ0062_AT_GRT='false'
HOLD_PATH.CLASS='in -> out'
POST_ROUTE_CELLS_DRIVE_ABOVE_1_SHARE_PCT=5.63
PORTBUFFERS=225
WL_PER_CELL_UM=18.5
GRT_PASS1_WL_UM=21000
GRT_ANTENNA_BEFORE_REPAIR=2
SLEW_HEADROOM_PCT=42.8
TOTAL_BUFFERS_AND_INVERTERS_TRAVERSED_BY_THE_CRITICAL_PATH=4
LARGEST_AREA_CELL='sky130_fd_sc_hd__nor2b_1'
SYNTH_AREA_SQ_MM=0.00286
NETLIST_INSTANCES=406
ROWS=35
INTERNAL_POWER_W=0.0000723
CPMAXSTAGEDELAYCELL='sky130_fd_sc_hd__clkdlybuf4s50_1'
ANTENNA_DIODE_COUNT=0
FINAL_COMMON_CELL='sky130_fd_sc_hd__clkdlybuf4s50_1'
LOG.WARNING_COUNT=34
WORST_SETUP_PATH_START_KIND='input port'
WORST_SLEW_PIN_SLEW_NS=0.853
LAYOUT.CORE_UTILIZATION_PCT=54.7
P_CLK_SHARE_PCT=0
ARRIVAL_NS=6.43
DRCVIOLATIONCOUNT=0
NUMBER_OF_SYNTHESIZED_FLOPS_WITH_AN_ENABLE_PIN=0
POWER.IR.VDD_WORST_mV=0.00921
CRITPATHTOPFAMILY='buffers and inverters'
FIN_SETUP_TNS_NS=0
TOP_CELLS_BY_AREA_SYNTH='sky130_fd_sc_hd__nor2b_1 (14%), sky130_fd_sc_hd__o221ai_1 (9.8%), sky130_fd_sc_hd__nand2b_1 (9.6%)'
FLOORPLAN.CORE_AREA_SQ_MM=0.00928
YOSYS_CELLS=406
CRITICAL_PATH.CELL_CHAIN='clkdlybuf4s50_1 > and3b_2 > a22oi_1 > a21o_1 > buf_4 > and4b_1 > buf_4 > o221ai_1 > clkdlybuf4s50_1'
ENDPOINTS_LEFT_UNCONSTRAINED=27
SYNTH_WARNINGS=3
GRT_OVERFLOW_TOTAL=0
DRT_WL_TOTAL_UM=13200
POWER.SHARE.SWITCHING_PCT=33.2
POSTROUTEANTENNANETS=0
SYN_AREA_PER_CELL_SQ_UM=7.04
POWER.DENSITY_mW_PER_MM2=21.3
YOSYS.CELL_TYPES.COUNT=54
SHARE_COMB_OF_TOTAL_POWER_PCT=97.2
DRT_ITER0_DRC=209
VIA_COUNT_OF_THE_FIRST_GLOBAL_ROUTING_PASS=3587
GPL.FINAL_WEIGHTED_CONGESTION=0.892
DIE.SIZE.X_UM=118
CHIP_AREA_SQ_MM=0.0139
CRITICALPATHCATEGORY='in -> out'
UNCLOCKED_REGS=15
POST-ROUTE-MIN-PERIOD_NS=9.55
VIAS=3732
FIN_HOLD_WS_NS=7.00
SHARE_SEQ_OF_TOTAL_POWER_PCT=2.8
SETUP-VIOLATIONS-FINAL=0
DRT-VIAS-PER-INSTANCE=5.22
WORST_PATH_LARGEST_CELL_DELAY_NS=0.90
INITIAL_UTILIZATION_PCT=30.8
HOLD_VIOL_FINAL=0
MOST-COMMON-LAYOUT-CELLS='sky130_fd_sc_hd__clkdlybuf4s50_1 (224), sky130_fd_sc_hd__nor2b_1 (65), sky130_fd_sc_hd__nand2b_1 (44)'
GRT_MAX_DEGREE=88
END_KIND='output pin'
GRT_USE_TOTAL_PCT=17.8
CTS_HOLD_BUFFERS=0
DRT-PASS1-ITER-COUNT=7
CAP_VIOLATIONS=0
DIEHEIGHT_UM=118
ASYNC_RESET_FF_SHARE_PCT=0
FF_TYPE='sky130_fd_sc_hd__dlxtn_1'
SWITCHING_POWER_OF_THE_NETS_W=0.0000359
YOSYSTOPAREACELLSHARE_PCT=14.2
STATUS='completed'
SYNTH_FLOP_COUNT=15
SYNTH-AREA-YOSYS_SQ_MM=0.00286
TIMING.FINAL.MAX_SLEW_VIOLATIONS=0
CP_DATA_REQUIRED_TIME_NS=12.48
POST-CTS-SETUP-BUFFERS=0
IO-PIN-COUNT=227
HPWL_UM=10200
FMAXACHIEVABLE_MHz=105
[metal layers]
metal / share of wire [%] / GRT usage, %
met5: 0.26 / 0
met4: 0.31 / 0.464
met1: 43 / 23.9
met2: 47 / 28.4
met3: 9.6 / 6.22
[sequential cells by signal, indices dropped and copies added (netlist names)]
register and count:
DOF_EX_FS 5, DOF_EX_BS 2, DOF_EX_RW 1, DOF_EX_MD 2
DOF_EX_MA 1, DOF_EX_CS 1, DOF_EX_PS 1, DOF_EX_MB 1
DOF_EX_MW 1
[area by class of cell]
class,instances,area (sq um),area share (%)
Tap cell,129,161,3.18
Timing Repair Buffer,234,2320,45.6
Sequential cell,15,225,4.44
Inverter,3,11.3,0.222
Multi-Input combinational cell,334,2360,46.5
[path summary, 6_finish.rpt]
check,from,end,slack [ns],cells past startpoint
min,reset,DOF_EX_AA[2],7.00,3
max,DOF_EX_IR[30],DOF_EX_Bus_A[10],6.05,9
[cells by family (layout without fill, tap and decap cells)]
group           count (synthesis)  after routing  share of synthesized area (%)
buf+inv                        57            237                           9.50
xor+xnor                        1              1                          0.306
other cells                     1              1                          0.131
simple gates                  239            239                           52.2
latches                        15             15                           7.88
mux                            15             15                           6.48
compound gates                 78             78                           23.5
[cell usage after synthesis (2+ instances only)]
master,number
sky130_fd_sc_hd__buf_6,3
sky130_fd_sc_hd__clkbuf_1,34
sky130_fd_sc_hd__o21ai_0,4
sky130_fd_sc_hd__nor3_1,6
sky130_fd_sc_hd__nor2b_1,65
sky130_fd_sc_hd__nand2b_1,44
sky130_fd_sc_hd__dlxtn_1,15
sky130_fd_sc_hd__a31oi_4,2
sky130_fd_sc_hd__nor3b_1,5
sky130_fd_sc_hd__buf_2,10
sky130_fd_sc_hd__o221ai_1,32
sky130_fd_sc_hd__a21oi_1,7
sky130_fd_sc_hd__a31oi_1,2
sky130_fd_sc_hd__o21ai_1,2
sky130_fd_sc_hd__nand4b_1,3
sky130_fd_sc_hd__mux2_2,4
sky130_fd_sc_hd__o2bb2ai_1,17
sky130_fd_sc_hd__nor4_1,3
sky130_fd_sc_hd__nand2_1,12
sky130_fd_sc_hd__inv_1,3
sky130_fd_sc_hd__nand3_1,4
sky130_fd_sc_hd__nor2_1,20
sky130_fd_sc_hd__mux2_4,6
sky130_fd_sc_hd__nand3b_1,32
sky130_fd_sc_hd__and4b_1,2
sky130_fd_sc_hd__o21ai_2,2
sky130_fd_sc_hd__buf_4,5
sky130_fd_sc_hd__mux2i_1,5
sky130_fd_sc_hd__nand4_1,32
[power by group through the flow]
| stage | sequential [W] | clock [W] | combinational, W |
|---|---|---|---|
| 4_1_cts | 0.00000308 | 0 | 0.000106 |
| 5_1_grt | 0.00000315 | 0 | 0.000115 |
| 6_report | 0.00000307 | 0 | 0.000105 |
[stage by stage]
| step | instance area [sq um] | power (W) | std cells | setup slack, ns |
|---|---|---|---|---|
| final | 5080 | 0.000108 | 715 | 6.05 |
| after global routing | 5080 | 0.000118 | 715 | 5.79 |
| after CTS | 5080 | 0.000110 | 715 | 6.03 |
| after detailed placement | 5080 | 0.000109 | 715 | 6.03 |
| after global placement | 5080 | 0.000109 | 715 | 6.06 |
| after floorplan | 2860 | 0.0000438 | 406 | 7.81 |
No activity file was given, so power comes from the tool's default toggle rates.
